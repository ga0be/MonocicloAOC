`config.mk`:
```
export PLATFORM = sky130hd
export DESIGN_NAME = mips_top
export DESIGN_NICKNAME = mips_top
export VERILOG_FILES = /design/flow/design.v
export SDC_FILE = /design/flow/constraint.sdc
export NUM_CORES = 4
export LEC_CHECK = 1
export CORE_AREA = 10 10 98 98
export DIE_AREA = 0 0 108 108
export SYNTH_HDL_FRONTEND = slang
export SYNTH_MEMORY_MAX_BITS = 65536
```
`constraint.sdc`:
```
current_design mips_top

set clk_period 6.8
set clk_io_pct 0.2

create_clock -name clk0 -period $clk_period [get_ports {clock}]

set non_clock_inputs [all_inputs -no_clocks]
set_input_delay [expr $clk_period * $clk_io_pct] -clock clk0 $non_clock_inputs
set_output_delay [expr $clk_period * $clk_io_pct] -clock clk0 [all_outputs]
```
`design.v`:
```
module alu (in1, in2, op, result, zero_flag);
	input wire [31:0] in1; 			 
	input wire [31:0] in2;			 
	input wire [3:0] op;				 
	output reg [31:0] result;		 
	output wire zero_flag;			 
	always @ (in1, in2, op) begin
		case(op)
			4'b0000: result = in1 + in2;												 
			4'b0001: result = in1 - in2;												 
			4'b0010: result = in1 - in2;												 
			4'b0011: result = ($signed(in1) < $signed(in2)) ? 1 : 0 ;		 
			4'b0100: result = (in1 < in2) ? 1 : 0 ;								 
			4'b0101: result = in1 & in2;												 
			4'b0110: result = in1 | in2;												 
			4'b0111: result = in1 ^ in2;												 
			4'b1000: result = in2 << 16;												 
			4'b1001: result = in2 << in1[4:0];										 
			4'b1010: result = in2 >> in1[4:0];										 
			4'b1011: result = $signed(in1) >>> in2[4:0];							 
			4'b1111: result = ~(in1 | in2);											 
			default: result = 32'b0;													 
		endcase
	end
	assign zero_flag = (result == 32'b0) ? (op == 4'b0010 ? 1'b0 : 1'b1) : (op == 4'b0010 ? 1'b1 : 1'b0);	 
endmodule
module controle_principal(opcode, RegDst, RegWrite, ALUSrc, Branch, MemRead, MemWrite, MemToReg, Jump, WriteLink, ALUOp);
	input wire [5:0] opcode;
	output reg RegDst, RegWrite, ALUSrc, Branch, MemRead, MemWrite, MemToReg, Jump, WriteLink;
	output reg [3:0] ALUOp;
	always @ (*) begin
			RegDst = 0;
			RegWrite = 0;
			ALUSrc = 0;
			Branch = 0;
			MemRead = 0;
			MemWrite = 0;
			MemToReg = 0;
			ALUOp = 4'b0000;
			Jump = 0;
			WriteLink = 0;
				case(opcode)
					6'b000000: begin  
						RegDst = 1;
						RegWrite = 1;
						ALUOp = 4'b1111;
					end
					6'b100011: begin  
						RegWrite = 1;
						ALUSrc = 1;
						MemRead = 1;
						MemToReg = 1;
					end
					6'b101011: begin  
						ALUSrc = 1;
						MemWrite = 1;
					end
					6'b000100: begin  
						Branch = 1;
						ALUOp = 4'b0001;
					end
					6'b001000: begin  
						RegWrite = 1;
						ALUSrc = 1;  
					end
					6'b001100: begin  
						RegWrite = 1;
						ALUSrc = 1;
						ALUOp = 4'b0101;
					end
					6'b001101: begin  
						RegWrite = 1;
						ALUSrc = 1;
						ALUOp = 4'b0110;
					end
					6'b001110: begin  
						RegWrite = 1;
						ALUSrc = 1;
						ALUOp = 4'b0111;
					end
					6'b000101: begin  
						Branch = 1;
						ALUOp = 4'b0010;
					end
					6'b001010: begin  
						RegWrite = 1;
						ALUSrc = 1;
						ALUOp = 4'b0011;
					end
					6'b001011: begin  
						RegWrite = 1;
						ALUSrc = 1;
						ALUOp = 4'b0100;
					end
					6'b001111: begin  
						RegWrite = 1;
						ALUSrc = 1;
						ALUOp = 4'b1000;
					end
					6'b000010: begin  
						Jump = 1;
					end
					6'b000011: begin  
						RegWrite = 1;
						Jump = 1;
						WriteLink = 1;
					end
		endcase
	end
endmodule
module controle_ula(ALUOp, funct, ALUControl, shamt, JumpRegister);
	input wire [3:0] ALUOp;  
	input wire [5:0] funct;  
	output reg shamt;  
	output reg JumpRegister;
	output reg [3:0] ALUControl;  
	always @ (*) begin
		shamt = 0;
		JumpRegister = 0;
		case(ALUOp)
			4'b0000: ALUControl = 4'b0000;  
			4'b0001: ALUControl = 4'b0001;  
			4'b0010: ALUControl = 4'b0010;  
			4'b0011: ALUControl = 4'b0011;  
			4'b0100: ALUControl = 4'b0100;  
			4'b0101: ALUControl = 4'b0101;  
			4'b0110: ALUControl = 4'b0110;  
			4'b0111: ALUControl = 4'b0111;  
			4'b1000: ALUControl = 4'b1000;  
			4'b1111: begin  
				shamt = 0;
				JumpRegister = 0;
				case(funct)
					6'b100000: ALUControl = 4'b0000;  
					6'b100010: ALUControl = 4'b0001;  
					6'b100100: ALUControl = 4'b0101;  
					6'b100101: ALUControl = 4'b0110;  
					6'b100110: ALUControl = 4'b0111;  
					6'b100111: ALUControl = 4'b1111;  
					6'b101010: ALUControl = 4'b0011;  
					6'b101011: ALUControl = 4'b0100;  
					6'b000000: begin
						ALUControl = 4'b1001;  
						shamt = 1;
						end
					6'b000010: begin
						ALUControl = 4'b1010;  
						shamt = 1;
						end
					6'b000011: begin
						ALUControl = 4'b1011;  
						shamt = 1;
						end
					6'b000100: ALUControl = 4'b1001;  
					6'b000110: ALUControl = 4'b1010;  
					6'b000111: ALUControl = 4'b1011;  
					6'b001000: ALUControl = 4'b1100;  
					default: ALUControl = 4'bxxxx;  
				endcase
			end
			default: ALUControl = 4'b0000;  
		endcase
	end
endmodule
module extensao_sinal(input wire[15:0] instruction, output wire[31:0] out);  
	assign out = {{16{instruction[15]}}, instruction};
endmodule
module i_mem #(
    parameter MEM_SIZE = 256   
)(
    input wire [31:0] address,    
    output wire [31:0] i_out      
);
    reg [31:0] memoria [0:MEM_SIZE-1];
    initial begin
        $readmemb("instructions.list", memoria);
    end
    assign i_out = memoria[address >> 2];
endmodule
module memoDados(clock, address, writeData, readData, memWrite, memRead);
	parameter data_width 		= 32;
	parameter address_width 	= 32;
	parameter memory_size		= 128;
	input wire clock;
	input wire [address_width-1:0] address;						 
	input wire [data_width-1:0] writeData;							 
	input wire memWrite, memRead;										 
	output reg [data_width-1:0] readData;							 
reg [data_width-1:0] memory [0:memory_size-1];				 
    always @(posedge clock) begin
        if (memWrite)
            memory[address] <= writeData;
    end
    always @(*) begin
        if (memRead)
            readData = memory[address];
        else
            readData = 32'b0;
    end
endmodule
module mips_top(clock, reset, PC_out, ULA_out, d_mem_out);
	input wire clock, reset;  
	output wire [31:0] PC_out, ULA_out, d_mem_out; 	
	wire [31:0] mux_nextPC; 			 
	wire [31:0] cabo_PC_out; 			 
	wire [31:0] cabo_somador_jump; 	 
	wire [31:0] somador_PC_4; 			 
	wire [31:0] cabo_shift_left2; 	 
	wire [31:0] jump_address;			 
	wire [31:0] mux_alu_1; 				 
	wire [31:0] mux_alusrc;				 
	wire [31:0] ALU_result; 			 
	wire cabo_zero_flag; 				 
	wire [3:0] cabo_ALU_ctrl_out; 	 
	wire shamt; 							 
	wire [31:0] cabo_i_mem_out; 	 
	wire [31:0] cabo_d_mem_out; 	 
	wire [15:0] cabo_sign_extend; 						 
	assign cabo_sign_extend = cabo_i_mem_out[15:0];  
	wire [31:0] cabo_sign_extend_out; 					 
	wire [31:0] immediate;
	assign immediate = cabo_sign_extend_out;
	wire [25:0] cabo_jump;
	wire [5:0] cabo_opcode, cabo_funct;  
	wire [4:0] cabo_rs, cabo_rt, cabo_rd, cabo_shamt, cabo_regfile_dst;  
	wire [31:0] valor_reg1; 					 
	wire [31:0] valor_reg2; 					 
	wire [31:0] cabo_mux_regfile_dst; 		 
	wire [31:0] mux_MemToReg; 					 
	wire RegDst; 
	wire RegWrite;
	wire ALUSrc;
	wire Branch;
	wire MemRead;
	wire MemWrite;
	wire MemToReg;
	wire Jump; 				 
	wire WriteLink; 		 
	wire JumpRegister;	 
	wire [3:0] ALUOp; 	 
	assign cabo_opcode = cabo_i_mem_out [31:26];
	assign cabo_funct = cabo_i_mem_out [5:0];
	assign cabo_rs = cabo_i_mem_out [25:21];
	assign cabo_rt = cabo_i_mem_out [20:16];
	assign cabo_rd = cabo_i_mem_out [15:11];
	assign cabo_shamt = cabo_i_mem_out[10:6];
	assign cabo_jump = cabo_i_mem_out[25:0];
	assign jump_address = {somador_PC_4, cabo_jump, 2'b00};
	assign mux_nextPC = JumpRegister ? valor_reg1 :
                    Branch && cabo_zero_flag ? cabo_somador_jump :
                    Jump ? jump_address :
                    somador_PC_4;
	assign somador_PC_4 = cabo_PC_out + 4;
	assign cabo_shift_left2 = cabo_sign_extend_out << 2;
	assign cabo_somador_jump = somador_PC_4 + cabo_shift_left2;
	controle_principal controle_principal_inst(
	.opcode(cabo_opcode),
	.RegDst(RegDst),
	.RegWrite(RegWrite),
	.ALUSrc(ALUSrc),
	.Branch(Branch),
	.MemRead(MemRead),
	.MemWrite(MemWrite),
	.MemToReg(MemToReg),
	.Jump(Jump),
	.WriteLink(WriteLink),
	.ALUOp(ALUOp)
	);
	controle_ula controle_ula_inst(
	.ALUOp(ALUOp),
	.funct(cabo_funct),
	.ALUControl(cabo_ALU_ctrl_out),
	.shamt(shamt),
	.JumpRegister(JumpRegister)
	);
	PC pc_inst(
		.clk(clock),
		.reset(reset),
		.nextPC(mux_nextPC),
		.PC(cabo_PC_out)
	);
	i_mem i_mem_inst(
	.address(cabo_PC_out),
	.i_out(cabo_i_mem_out)
	);
	extensao_sinal extensao_sinal_inst (
	.instruction(cabo_sign_extend),
	.out(cabo_sign_extend_out)
	);
	assign cabo_regfile_dst = RegDst ? cabo_rd : cabo_rt;
	assign mux_MemToReg = MemToReg ? cabo_d_mem_out : ALU_result;
	registradores registradores_inst(
	.ReadRegister1(cabo_rs),
	.ReadRegister2(cabo_rt),
	.WriteRegister(cabo_regfile_dst),
	.WriteData(mux_MemToReg),  
	.clk(clock),
	.rst(reset),
	.RegWrite(RegWrite),
	.ReadData1(valor_reg1),
	.ReadData2(valor_reg2)
	);
	memoDados memoDados_inst(
	.clock(clock),
	.address(ALU_result),				 
	.writeData(valor_reg2),				 
	.readData(cabo_d_mem_out),	
	.memWrite(MemWrite),
	.memRead(MemRead)
	);
	assign mux_alu_1 = shamt ? cabo_shamt : valor_reg1;		 
	assign mux_alusrc = ALUSrc ? immediate : valor_reg2;		 
	alu ULA_inst (
	.in1(mux_alu_1),					 
	.in2(mux_alusrc),					 
	.op(ALUOp),
	.result(ALU_result),
	.zero_flag(cabo_zero_flag)
	);
	assign PC_out = cabo_PC_out;  
	assign d_mem_out = cabo_d_mem_out;  
	assign ULA_out = ALU_result;  
endmodule
module PC(
    input wire clk,
    input wire reset,
    input wire [31:0] nextPC,  
    output reg [31:0] PC 
);
    always @(posedge clk or posedge reset) begin
        if (reset) begin  
            PC <= 32'b0;
        end else begin  
            PC <= nextPC;
        end
    end
endmodule
module registradores(
       input [4:0] ReadRegister1,      
    input [4:0] ReadRegister2,      
    input [4:0] WriteRegister,      
    input [31:0] WriteData,         
    input clk,                    
    input rst,                    
    input RegWrite,                 
    output [31:0] ReadData1,        
    output [31:0] ReadData2         
);
reg [31:0] registradores[0:31];
integer aux;
always @ (posedge clk or posedge rst) begin
    if (rst) begin
        for (aux = 0; aux < 32; aux = aux + 1) begin
            registradores[aux] <= 32'b0;
        end
	 end else begin
        if (RegWrite && WriteRegister != 5'b00000) begin
            registradores[WriteRegister] <= WriteData;
        end
    end
end
assign ReadData1 = registradores[ReadRegister1];
assign ReadData2 = registradores[ReadRegister2];
endmodule
```
`instructions.list`:
```
00111100000000010000000000001111
00110100001000011010000000000000
00000000000000011100100000100000
00100011001110010000000000000001
00100000000100000000000000010100
00100000000100010000000000001111
00000010000100010100000000100000
00000010000100010100100000100010
00100010000010100000000000010100
00000010000100010101100000100100
00000010000100010110000000100101
00000010000100010110100000100110
00000010000100010111000000100111
00100011001110010000000000000001
00100000000100000000000000000101
00100000000100010000000000010100
00000000000100001000000010000000
00010010000100011111111111111110
00100011001110010000000000000001
00100000000100000000000000000101
00100000000100010000000001010000
00100000000010000000000000000010
00000001000100001000000000000100
00010110000100011111111111111110
00100011001110010000000000000001
00100000000100001111111111111110
00100000000100011111111111111000
00000000000100011000100001000011
00000010000100010100000000101010
00010001000000001111111111111101
00100011001110010000000000000001
00100000000101100000000000001100
00100000000101110000000000101000
00100000000100000000000000001010
00100000000100010000000000010100
00100000000100100000000000011110
00100000000100110000000000101000
10101110110100000000000000000000
10101110110100010000000000000100
10101110111100100000000000001000
10101110111100110000000000001100
10001100000010000000000000001100
10001100000010010000000000010000
00000001000010010101100000100000
10001100000010000000000000110000
10001100000010010000000000110100
00000001000010010110000000100000
00000001011011000100000000100000
00100011001110010000000000000001
00001000000000000000000000110110
00100000000010001111111111111111
00100000000010001111111111111110
00100000000010001111111111111101
00100000000010001111111111111100
00100000000010000000000000000001
00100011001110010000000000000001
00001100000000000000000000111110
00100000000010001111111111111111
00100000000010001111111111111110
00100000000010001111111111111101
00100000000010001111111111111100
00001000000000000000000001000000
00000000000111110100000000100000
00000011111000000000000000001000
```
`run.sh`:
```
#!/bin/bash
# OpenROAD 26Q1-2900-gdf79404cd8, Yosys 0.63+post, stock flow scripts
make -C /OpenROAD-flow-scripts/flow DESIGN_CONFIG=/design/flow/config.mk WORK_HOME=/design/flow/orfs finish
```
==> impl_report.txt <==
PHYSICAL IMPLEMENTATION REPORT
----------------------------------------------------
[Die]
  Chip Footprint ........................ roughly 12000 sq um
  Horizontal extent of the die ........................ ~110 um
  FP Core Util ........................ 24.1%
  Area of the core ........................ roughly 7600 sq um
  Number of cell rows ........................ 32
  Number of ports placed on the die boundary ........................ approximately 100
  Vertical extent of the die ........................ about 110 um

[Layout]
  Filler cell count in the final layout ........................ between 700 and 800
  Layout cell share with drive strength beyond 1 ........................ under 10%
  Final cell count without fillers ........................ approximately 320
  Number of flip-flops in the largest register ........................ 30
  Register containing the most flip-flops in the final layout ........................ pc_inst.PC
  Synth-to-layout area growth ........................ 18.3%
  Biggest regs ........................ pc_inst.PC x30
  Post-Route Utilization ........................ between 20 and 30%

[Routing]
  Drt via density ........................ 3.66
  Drt first-iter violations ........................ 14
  Drt pass-1 iters ........................ 4
  Remaining routing DRC violations ........................ 0
  Overall via count from detail_route ........................ roughly 1200
  Remaining antenna violation count after routing ........................ 0
  DR WL/cell ........................ ~13 um
  Routed wire length ........................ 4.10 mm
  Antenna fix cells ........................ 0

[Critical path]
  Critical path destination ........................ PC_out[6]
  Worst path max stage delay ........................ roughly 540 ps
  Worst R2R Start ........................ pc_inst.PC[10]
  Arrival @ worst endpoint ........................ between 1000 and 1500 ps
  Category of the most critical setup path ........................ reg -> out
  Cells along the critical path ........................ clkdlybuf4s50_1
  Worst R2R End ........................ pc_inst.PC[30]
  Cell count along the critical path ........................ 1
  Register-to-register path setup slack ........................ between 5000 and 6000 ps
  Cell family with the largest share of critical-path delay ........................ buffers and inverters
  Critical Path Slowest Stage Cell ........................ sky130_fd_sc_hd__clkdlybuf4s50_1
  Setup crit start kind ........................ register
  Largest driver fanout on the critical path ........................ 6
  Buffers & Inverters on Critical Path ........................ 1
  Kind of capture point of the worst setup path ........................ output pin
  Worst Setup SP ........................ pc_inst.PC[6]
  Worst r2r path cells ........................ 4
  Crit path required time ........................ around 5400 ps

[CTS]
  Clock buffer count from CTS ........................ 5
  Worst skew pair latency ........................ about 280 ps
  CTS sink count ........................ 30
  Clock tree buffer depth ........................ 2
  Post-cts sizing count ........................ 0
  Setup bufs post-CTS ........................ 0
  Root Buffer Master ........................ sky130_fd_sc_hd__clkbuf_8
  Number of buffers inserted for hold repair after clock tree synthesis ........................ 0
  Reg clk slew, reported paths ........................ ~70 ps
  Deepest level of the CTS H-tree ........................ 2
  Clock tree from TritonCTS ........................ yes

[STA]
  Final hold violation count ........................ 0
  Post-layout period usage of the worst path ........................ around two fifths
  Shortest period the worst path allows ........................ between 2000 and 3000 ps
  Worst slew margin relative to its limit ........................ between 50% and 60%
  Final count of negative-setup-slack endpoints ........................ 0
  Worst slew pin tran ........................ about 600 ps
  RSZ-0062 raised after global routing ........................ no
  Final sum of negative setup slack ........................ 0 ps
  Clock tree skew after final layout ........................ 4.57 ps
  Max-slew violation total from the final report ........................ 0
  Max Fclk ........................ 0.375 GHz

[Power and ir drop]
  Cell area power density ........................ around 190 nW/um^2
  Highest ir drop seen on vdd ........................ slightly below 0.08 mV
  Static leakage ........................ 0.995 nW

[Yosys]
  Library cells used by synthesis ........................ 18
  Largest cells by area after synthesis ........................ sky130_fd_sc_hd__dfrtp_1 41%, sky130_fd_sc_hd__buf_4 27%, sky130_fd_sc_hd__xnor2_1 10%
  Top flip-flop cell by instance count after synthesis ........................ sky130_fd_sc_hd__dfrtp_1
  Post-synth EDFFs ........................ 0
  Synth flops ........................ 30
  Synthesized instance count ........................ roughly 180
  Top cell type's share of synthesized area ........................ between 40% and 50%
  Post-synthesis cell area ........................ 1840 sq um
  Mean instance size in the synthesized netlist ........................ 10.1 sq um
  Post-synth top area cell ........................ sky130_fd_sc_hd__dfrtp_1
  Warnings, synthesis ........................ 0
  Total cell area reported by yosys after synthesis ........................ approximately 1800 sq um
  Number of cells in the yosys synthesis report ........................ approximately 180
  Synth Seq Share ........................ between 40% and 50%
  Proportion of synthesized flip-flops having asynchronous set or reset ........................ ~100%

[Placement]
  Number of I/O port buffers ........................ 31
  Dpl cells ........................ approximately 320
  Final weighted congestion of routability-driven global placement ........................ 0.809
  Post-DP HPWL ........................ approximately 3.3 mm

[Global route]
  Initial antenna violation count ........................ 0
  Total global-route track usage ........................ 6.97%
  Pin count of the biggest net entering global routing ........................ 31
  Via count of the first global-routing pass ........................ roughly 1300
  Global-route congestion overflow total ........................ 0
  Wire length of the first global-routing pass ........................ 6.64 mm

[Min path]
  Hold WC Path Type ........................ reg -> reg

[Job]
  Number of warnings in the stage logs ........................ 25
  Count of max-cap constraint violations ........................ 0

[Status]
  Status ........................ completed

----------------------------------------------------
cells in the mapped netlist (all sizes together) (2+ instances only):
library cell	number
xor2	6
nand2	10
buf	66
and3	2
xnor2	22
nand4	14
inv	4
nand3	11
nor2	6
nor4	4
nor3	4
dfrtp	30
layout by cell type, fill, tap and decap left out, types with 2 or more instances in the layout:
| cell | netlist | final |
|---|---|---|
| sky130_fd_sc_hd__conb_1 | 1 | 66 |
| sky130_fd_sc_hd__clkdlybuf4s50_1 | 0 | 31 |
| sky130_fd_sc_hd__dfrtp_1 | 30 | 30 |
| sky130_fd_sc_hd__xnor2_1 | 22 | 22 |
| sky130_fd_sc_hd__nand4_1 | 13 | 13 |
| sky130_fd_sc_hd__nand3_1 | 11 | 11 |
| sky130_fd_sc_hd__nand2_1 | 10 | 10 |
| sky130_fd_sc_hd__nor2_1 | 6 | 6 |
| sky130_fd_sc_hd__xor2_1 | 6 | 6 |
| sky130_fd_sc_hd__clkbuf_8 | 0 | 6 |
| sky130_fd_sc_hd__inv_1 | 4 | 4 |
| sky130_fd_sc_hd__nor3_1 | 4 | 4 |
| sky130_fd_sc_hd__nor4_4 | 2 | 2 |
| sky130_fd_sc_hd__and3_1 | 2 | 2 |
| sky130_fd_sc_hd__nor4_1 | 2 | 2 |
| sky130_fd_sc_hd__bufinv_16 | 0 | 2 |
per-layer routing:
metal	vias up	wire, um	global-route usage [%]
li1	557	-	-
met3	7	416	3.13
met4	0	36	0.859
met5	-	0	0
met1	559	1920	9.91
met2	62	1730	9.83
power by group:
| group | internal, W | switching (W) | leakage (nW) |
|---|---|---|---|
| clock network | 0.000156 | 0.0000679 | 0.0714 |
| registers | 0.000178 | 0 | 0.410 |
| logic | 0.000000921 | 0.00000583 | 0.514 |
| total | 0.000336 | 0.0000737 | 0.995 |
layout make-up:
| class | count | area, sq um | share of cell area, % |
|---|---|---|---|
| clock inverter | 2 | 60.1 | 2.76 |
| inverter | 4 | 15.0 | 0.689 |
| multi-input combinational | 148 | 826 | 37.9 |
| sequential | 30 | 751 | 34.4 |
| timing repair buffer | 32 | 318 | 14.6 |
| tap | 102 | 128 | 5.86 |
| clock buffer | 6 | 82.6 | 3.79 |
logic make-up (layout without fill, tap and decap cells):
kind of cell | count (synthesis) | count (layout) | synth area share [%]
fa+ha+maj | 1 | 1 | 0.679
other cells | 1 | 66 | 0.203
flops | 30 | 30 | 40.7
simple gates | 53 | 53 | 17.4
xor+xnor | 28 | 28 | 13.3
buf+inv | 70 | 44 | 27.7
stage by stage:
stage / power (W) / setup WS [ps] / cell area, sq um / hold WS [ps]
3_5_place_dp: 0.000190 / 4420 / 2040 / 467
2_1_floorplan: 0.000211 / 4810 / 2090 / 424
5_1_grt: 0.000427 / 4050 / 2180 / 506
6_report: 0.000409 / 4130 / 2180 / 472
4_1_cts: 0.000416 / 4100 / 2180 / 479
3_3_place_gp: 0.000190 / 4420 / 2040 / 464
how the worst min path moves through the flow:
| stage | from | end | slack [ps] | cells past startpoint |
|---|---|---|---|---|
| CTS | pc_inst.PC[31] | pc_inst.PC[31] | 480 | 1 |
| global route | pc_inst.PC[22] | pc_inst.PC[22] | 510 | 1 |
| finish | pc_inst.PC[31] | pc_inst.PC[31] | 470 | 1 |
Power and IR drop assume default switching activity.
